==> ./run.sh <==
#!/bin/bash
# OpenROAD 26Q1-2900-gdf79404cd8, Yosys 0.63+post, stock flow scripts
make -C /OpenROAD-flow-scripts/flow DESIGN_CONFIG=/design/flow/config.mk WORK_HOME=/design/flow/orfs finish
==> ./config.mk <==
export PLATFORM = sky130hd
export DESIGN_NAME = register_file
export DESIGN_NICKNAME = register_file
export VERILOG_FILES = /design/flow/design.v
export SDC_FILE = /design/flow/constraint.sdc
export NUM_CORES = 4
export LEC_CHECK = 1
export CORE_UTILIZATION = 40
export SYNTH_HDL_FRONTEND = slang
==> ./design.v <==
module decoder5x32(
	input logic [4:0] a,
	output logic [31:0] y
);
	assign y = 32'b1 << a;
endmodule
module flopenr(
	input logic clk, en, rst, d,
	output logic q
);
	always_ff @(posedge clk, posedge rst) begin
		if(rst) q <= 1'b0;
		else if (en) q <= d;
	end
endmodule
module mux2(
    input logic d0, d1, sel,
    output logic y
);
    assign y = sel ? d1 : d0;
endmodule
module mux32(
	input logic [31:0] d,
	input logic [4:0] sel,
	output logic y
);
	logic [7:0] ymuxes1;
	genvar i;
	generate
		for (i = 0; i < 8; i=i+1) begin: generate_muxes1
			mux4 m4(d[4*i + 0], d[4*i + 1], d[4*i + 2], d[4*i + 3], sel[1:0], ymuxes1[i]);
		end
	endgenerate
	logic [1:0] ymuxes2;
	generate
		for (i = 0; i < 2; i=i+1) begin: generate_muxes2
			mux4 m4(ymuxes1[4*i + 0], ymuxes1[4*i + 1], ymuxes1[4*i + 2], ymuxes1[4*i + 3], sel[3:2], ymuxes2[i]);
		end
	endgenerate
	mux2 m2(ymuxes2[0], ymuxes2[1], sel[4], y);
endmodule
module mux4(
    input logic d0, d1, d2, d3,
    input logic [1:0] sel,
    output logic y
);
	logic mux0_y, mux1_y;
    mux2 mux0(d0, d1, sel[0], mux0_y);
    mux2 mux1(d2, d3, sel[0], mux1_y);
    mux2 finalmux(mux0_y, mux1_y, sel[1], y);
endmodule
module register_file(
	input logic [4:0] RegA, RegB, RegC,
	input logic clk, reset, dataIn, RegWrite,
	output logic RD1, RD2
);
	logic [31:0] decoderOut;
	decoder5x32 decoder(RegC, decoderOut);
	logic [31:0] writeEnable;
	and ands [31:0] (writeEnable, RegWrite, decoderOut);
	logic [31:0] registersOut;
	flopenr registers [31:0] (clk, writeEnable, reset, dataIn, registersOut); 
	mux32 MuxA(registersOut, RegA, RD1);
	mux32 MuxB(registersOut, RegB, RD2);
endmodule
==> ./constraint.sdc <==
current_design register_file

set clk_period 3.6
set clk_io_pct 0.2

create_clock -name clk0 -period $clk_period [get_ports {clk}]

set non_clock_inputs [all_inputs -no_clocks]
set_input_delay [expr $clk_period * $clk_io_pct] -clock clk0 $non_clock_inputs
set_output_delay [expr $clk_period * $clk_io_pct] -clock clk0 [all_outputs]
==> metrics.yaml <==
first_pass_iters: 4
die_area_um2: 5427
placed_cells: 282
place.gp.congestion: 0.8377
syn_to_final_growth_pct: 17.42
grt_max_degree: 33
cts_resized: 0
drv_slew: 0
yosysWarnings: 0
synthTopCellsByCount: "dfrtp_1 (32), mux2i_1 (32), mux2_2 (31)"
drv_cap: 0
crit_end: "RD1"
powerDensity_nw_per_um2: 409.0
vdd_drop_max_v: 0.0002340
reg2reg_to: "registers[13].q"
cts_root_buf: "clkbuf_8"
clock.fmax_mhz: 296.8
seq_area_frac_synth: 0.3898
edf_count: 0
p_leak_uw: 0.001039
cts_setup_buffers: 0
ys_types: 24
largest_register: "registers.q"
yosys.area.top_type: "dfrtp_1"
antenna_found_initial: 0
ctsHtreeMaxLevel: 2
rows: 25
synthTopCellsByArea: "dfrtp_1 (39%), mux2_2 (17%), mux2i_1 (16%), nand2_1 (4.8%), a22oi_1 (2.9%)"
drive_gt1_frac: 0.1982
path_cells: "clkdlybuf4s50_1 > nor2b_1 > a22oi_1 > nand4b_1 > a21oi_1 > a311o_1 > clkdlybuf4s50_1"
gr-usage-all-layers: 0.1980
drt_iter0_markers: 76
cpPeakStageDelay_ps: 520
path_buffers: 2
diodes: 0
top_regs: "registers.q (32)"
route.detailed.drc: 0
worstSetupEndpointType: "primary output"
drt_wl_total_um: 4779
wl_per_cell_um: 16.54
worst_path_max_delay_cell: "clkdlybuf4s50_1"
arrival_ps: 2650
io_buffers: 20
ios: 21
fp.dieH_um: 73.67
critPathKind: "in -> out"
min_period_ps: 3369
setup_violations: 0
r2r_slack_ps: 2780
warnings: 25
worstSetupStartpointType: "input pin"
dp_hpwl_um: 3498
largest_reg_flops: 32
synth_area_um2: 2054
ant_nets: 0
cts_made_buffers: 5
vias_per_cell: 5.318
synth.avg_cell_area_um2: 10.27
slew_headroom: 0.5919
syn_inst: 200
fp_util: 0.4265
outcome: "finished, final reports clean"
ff2ff_path_depth: 1
fp.coreArea_um2: 4817
yosysChipArea_um2: 2054
cts-hold-fix-buffers: 0
hold_violations: 0
worst_pin_slew_ps: 607.5
total_power_uw: 986.6
setup_tns_ps: 0
grt_first_pass_wirelength_um: 7734
cts.sinks: 32
synthFlopType: "dfrtp_1"
insertion_delay_ps: 280
hold_class: "reg -> reg"
crit_family: "buffers and inverters"
grt_pass1_vias: 1464
path_common_cell: "clkdlybuf4s50_1"
cp-startpoint: "RegA[0]"
die_x_um: 73.67
async_flop_share: 1.000
path_depth: 7
clk_pin_slew_ps: 60
grt_overflow: 0
required_ps: 2880
worstReg2RegStart: "registers[13].q"
rsz0062_at_grt: "false"
cts_tree: "yes"
clk_path_buf_depth: 2
vias: 1537
fin_crit_sh: 0.9358
skew_ps: 0
synth_flops: 32
stdcell_count: 289
ys_cells: 200
synth_top_area_share: 0.3898
worstPathMaxFanout: 4
## worst min-delay path by stage
stage / slack, ps / cells past startpoint / to / startpoint
finish: 540 / 1 / registers[22].q / registers[22].q
global route: 560 / 1 / registers[8].q / registers[8].q
CTS: 540 / 1 / registers[22].q / registers[22].q
## final cells by class
| cell class | count | area [um2] |
|---|---|---|
| Clock buffer | 6 | 72.57 |
| Fill cell | 464 | 2405 |
| Timing Repair Buffer | 24 | 255.2 |
| Tap cell | 67 | 83.83 |
| Inverter | 1 | 3.754 |
| Multi-Input combinational cell | 158 | 1191 |
| Sequential cell | 32 | 800.8 |
| Clock inverter | 1 | 5.005 |
## layout by cell type, fill, tap and decap left out, drive strengths merged
master and instances:
nand2 26, mux2i 32, buf 4, a22oi 8, a311o 2, a211oi 2
clkinv 1, and2 2, nor2b 6, nor3 6, nand4b 5, nor3b 2
nand4 1, mux2 32, inv 1, clkbuf 6, dfrtp 32, a21oi 6
nor2 15, clkdlybuf4s50 20, nand3 8, nand2b 5
## per-stage QoR
stage	hold WS, ps	setup WS, ps	util	area (um2)
final	537.9	231.0	0.5008	2412
after global placement	519.2	238.9	0.4847	2335
after detailed placement	522.7	247.2	0.4847	2335
after global routing	562.1	124.0	0.5008	2412
after floorplan	485.4	1241	-	2054
after CTS	542.1	233.6	0.5008	2412
## routing by layer
| metal | vias up | global-route usage | wire length [um] |
|---|---|---|---|
| li1 | 770 | - | - |
| met1 | 725 | 0.3360 | 2546 |
| met2 | 35 | 0.2732 | 1956 |
| met3 | 7 | 0.03745 | 212 |
| met4 | 0 | 0.03205 | 63 |
| met5 | - | 0 | 0 |
## cell families (layout without fill, tap and decap cells)
| group | Yosys count | after routing | share of synthesized area |
|---|---|---|---|
| flip-flops | 32 | 32 | 0.3898 |
| AND/OR/NAND/NOR | 76 | 76 | 0.1876 |
| multiplexers | 64 | 64 | 0.3313 |
| AND-OR/OR-AND | 18 | 18 | 0.06090 |
| buffers and inverters | 10 | 32 | 0.03045 |
## power by group
| group | total [uW] | internal, uW | switching [uW] |
|---|---|---|---|
| combinational | 237 | 133 | 104 |
| clock | 259 | 131 | 127 |
| sequential | 491 | 429 | 61.3 |
| total | 987 | 694 | 293 |
Power figures rest on the tool's default switching activity, not on a simulated workload.
