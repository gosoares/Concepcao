==> flow/design.v <==
module alu(
	input logic a, b, slt_in, adder_cin,
	input logic [2:0] op, 
	output logic adder_cout, adder_s, result
);
	logic and_out, or_out, nor_out, xor_out;
	and(and_out, a, b);
	or(or_out, a, b);
	nor(nor_out, a, b);
	xor(xor_out, a, b);
	logic adder_b;
	xor(adder_b, b, op[0]);  
	full_adder full_adder(a, adder_b, adder_cin, adder_s, adder_cout);
	logic [7:0]	mux_in;
	assign mux_in[2] = adder_s;  
	assign mux_in[6] = adder_s;  
	assign mux_in[0] = and_out;
	assign mux_in[1] = or_out;
	assign mux_in[5] = nor_out;
	assign mux_in[3] = xor_out;
	assign mux_in[7] = slt_in;
	mux8 mux(mux_in, op, result);
endmodule
module full_adder(
    input logic a, b, cin,
    output logic s, cout
);
    logic p, g;
    assign p = a ^ b;
    assign g = a & b;
    assign s = p ^ cin;
    assign cout = g | (p & cin);
endmodule
module mux2(
    input logic d0, d1, sel,
    output logic y
);
    assign y = sel ? d1 : d0;
endmodule
module mux4(
    input logic d0, d1, d2, d3,
    input logic [1:0] sel,
    output logic y
);
	logic mux0_y, mux1_y;
    mux2 mux0(d0, d1, sel[0], mux0_y);
    mux2 mux1(d2, d3, sel[0], mux1_y);
    mux2 finalmux(mux0_y, mux1_y, sel[1], y);
endmodule
module mux8(
	input logic [7:0] d,
	input logic [2:0] sel,
	output logic y
);
	logic [1:0] ymux;
	genvar i;
	generate
		for (i = 0; i < 2; i=i+1) begin: generate_muxes1
			mux4 m4(d[4*i + 0], d[4*i + 1], d[4*i + 2], d[4*i + 3], sel[1:0], ymux[i]);
		end
	endgenerate
	mux2 m2(ymux[0], ymux[1], sel[2], y);
endmodule
==> flow/run.sh <==
#!/bin/bash
# OpenROAD 26Q1-2900-gdf79404cd8, Yosys 0.63+post, stock flow scripts
make -C /OpenROAD-flow-scripts/flow DESIGN_CONFIG=/design/flow/config.mk WORK_HOME=/design/flow/orfs finish
==> flow/config.mk <==
export PLATFORM = sky130hd
export DESIGN_NAME = alu
export DESIGN_NICKNAME = alu
export VERILOG_FILES = /design/flow/design.v
export SDC_FILE = /design/flow/constraint.sdc
export NUM_CORES = 4
export LEC_CHECK = 1
export CORE_AREA = 10 10 70 70
export DIE_AREA = 0 0 80 80
export SYNTH_HDL_FRONTEND = slang
==> flow/constraint.sdc <==
current_design alu

set clk_period 1.2
set clk_io_pct 0.2

create_clock -name clk0 -period $clk_period

set non_clock_inputs [all_inputs -no_clocks]
set_input_delay [expr $clk_period * $clk_io_pct] -clock clk0 $non_clock_inputs
set_output_delay [expr $clk_period * $clk_io_pct] -clock clk0 [all_outputs]
==> impl_metrics.csv <==
group,metric,value,unit
detailed_routing,vias,157,
cells_and_area,lay_top_count,"buf_4",
clock_tree,holdBufCountCts,0,
sta,slew_headroom,85.8,%
synth,ys_seq_share,0,%
status,violations,"setup timing",
synth,syn_area,138,um^2
place,post-dp-hpwl,481,um
detailed_routing,via_per_inst,2.01,
floorplanning,ioPinCount,10,
cells_and_area,design_area,342,um^2
sta,rsz0062_at_grt,"true",
floorplanning,fp_util,4.03,%
place,place_inst,77,
setup_path,worstPathMaxFanout,2,
setup_path,worstPathRequired,0.96,ns
power,power.density,390,nW/um^2
place,post-place-ws,-1.16,ns
detailed_routing,drtIter0Drc,0,
global_routing,antenna_found_initial,0,
floorplanning,die_w,80,um
global_routing,grt_pass1_wl,759,um
place,gp_congestion,0.715,
status,status,"finished, violations left",
setup_path,cp.arrival,1.32,ns
flow_run,warnings,36,
floorplanning,coreArea,3420,um^2
cells_and_area,final.clkbuf_count,0,
floorplanning,chip_area,6400,um^2
power,ir_worst_vdd,0.0628,mV
global_routing,first_global_vias,177,
synth,ys_types,12,
setup_path,cp-end-kind,"primary output",
global_routing,grt_usage,1.48,%
detailed_routing,drc,0,
synth,ys_cells,17,
cells_and_area,fin_cells,78,
floorplanning,num_rows,21,
detailed_routing,routedWlPerCell,6.31,um
sta,timing.fmax,642,MHz
setup_path,critPathKind,"in2out",
detailed_routing,diodes,0,
setup_path,critPathLaunchType,"input pin",
power,power_leakage,0.000163,uW
synth,netlist_instances,17,
place,place_area,325,um^2
synth,syn_avg_cell_area,8.10,um^2
cells_and_area,flop_area,0,um^2
flow_run,cap_violations,0,
min_path,whs_path_depth,5,
synth,yosysWarningCount,1,
sta,finalCritPeriodShare,130,%
sta,finalMaxSlewViolations,0,
sta,final.min_clock_period,1.56,ns
synth,top_area_cell,"ha_1",
floorplanning,die_height,80,um
sta,fin_ws,-0.356,ns
sta,worst-slew-pin-transition,0.212,ns
min_path,worstHoldPathType,"in2out",
min_path,min_from,"op[0]",
global_routing,top_usage_layer,"met2",
detailed_routing,routed_wl,492,um
synth,area_leaders,"ha_1 18%, fa_1 15%, inv_1 14%",
cells_and_area,area_delta_synth_final,148,%
synth,top_area_share,18.2,%
cells_and_area,flops,0,
cells_and_area,comb_area,130,um^2
synth,synth_chip_area,138,um^2
place,port_buffers,10,
global_routing,use_met1,1.59,%
global_routing,use_met3,0.795,%
detailed_routing,antenna_left,0,
cells_and_area,fillers,403,
global_routing,grt_max_degree,5,
min_path,min_to,"result",
power,finalPower,133,uW
cells_and_area,fin_util,10.0,%
detailed_routing,firstDrtPassIters,1,
sta,hold_viol_final,0,
cells_and_area,final_cell_mix,"4 x buf_4, 3 x inv_1, 3 x buf_6",
global_routing,met2_usage,2.65,%
global_routing,grt_overflow,0,
sta,setup_viol,3,
cells_and_area,layout-drive-gt1-share,56.3,%
-- routing by layer --
layer	up-vias	part of all wire, %
met2	6	47
met3	0	13
met4	0	0
met5	-	0
li1	84	-
met1	67	40
-- worst max path at each step --
stage	from	to	slack, ns	depth (start not counted)
6_report	b	adder_s	-0.36	7
5_1_grt	b	result	-0.41	7
4_1_cts	b	result	-0.43	7
-- cell usage after synthesis, drive strengths merged --
library cell	number
mux2i	1
xnor2	1
a21oi	1
and2	1
fa	1
nand2	1
o21ai	1
and2b	1
o32ai	1
ha	2
or2	1
inv	5
-- through the flow --
stage               TNS, ns  hold WS, ns
floorplan           -0.0941        0.533
global placement      -2.96         1.50
detailed placement    -2.94         1.49
CTS                  -0.903        0.991
global route         -0.986         1.00
finish               -0.841        0.943
-- timing repair --
action / CTS / global route
setup buffers: 1 / 1
gates cloned: 0 / 0
pin swaps: 4 / 3
gates resized: 28 / 5
setup endpoints to repair: 3 / 3
-- final cells by class --
class              instances  share of cell area [%]
repair buffers            15                    39.6
multi-input cells         12                    38.1
well taps                 46                    16.8
inverters                  5                    5.49
-- critical path: stages --
cell     delay [ns]
buf_8          0.10
xnor2_2        0.12
fa_1           0.49
inv_2          0.04
buf_4          0.12
buf_6          0.10
buf_6          0.10
-- power breakdown --
| group | total (uW) | switching (uW) | internal, uW |
|---|---|---|---|
| logic | 133 | 44.5 | 88.7 |
| clock network | 0 | 0 | 0 |
| registers | 0 | 0 | 0 |
| total | 133 | 44.5 | 88.7 |
-- cells by family (layout without fill, tap and decap cells) --
logic type	count (synthesis)	after routing	synth area share [%]
AND-OR/OR-AND	3	3	21.8
XOR/XNOR	1	1	6.36
adder cells (fa/ha/maj)	3	3	32.7
buffers and inverters	5	20	13.6
multiplexers	1	1	7.27
AND/OR/NAND/NOR	4	4	18.2
Power and IR drop assume default switching activity.
