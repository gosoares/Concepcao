===== design/flow/run.sh =====
#!/bin/bash
# OpenROAD 26Q1-2900-gdf79404cd8, Yosys 0.63+post, stock flow scripts
make -C /OpenROAD-flow-scripts/flow DESIGN_CONFIG=/design/flow/config.mk WORK_HOME=/design/flow/orfs finish

===== design/flow/config.mk =====
export PLATFORM = sky130hd
export DESIGN_NAME = addac4
export DESIGN_NICKNAME = addac4
export VERILOG_FILES = /design/flow/design.v
export SDC_FILE = /design/flow/constraint.sdc
export NUM_CORES = 4
export LEC_CHECK = 1
export CORE_AREA = 10 10 70 70
export DIE_AREA = 0 0 80 80
export SYNTH_HDL_FRONTEND = slang

===== design/flow/constraint.sdc =====
current_design addac4

set clk_period 4.7
set clk_io_pct 0.2

create_clock -name clk0 -period $clk_period [get_ports {clk}]

set non_clock_inputs [all_inputs -no_clocks]
set_input_delay [expr $clk_period * $clk_io_pct] -clock clk0 $non_clock_inputs
set_output_delay [expr $clk_period * $clk_io_pct] -clock clk0 [all_outputs]

===== design/flow/design.v =====
module acc(
    input logic a, clk,
    output logic y
);
    always_ff @(posedge clk)
        y <= a;
endmodule
module addac(
    input logic a, sel0, sel1, cin, clk,
    output logic s, cout
);
    logic a_inv;
    inv inv0(.a(a), .y(a_inv));
    logic mux0_y;
    mux mux0(.d0(a), .d1(a_inv), .sel(sel0), .y(mux0_y));
    logic acc_y, adder_y;
    adder adder0(.a(mux0_y), .b(acc_y), .cin(cin), .s(adder_y), .cout(cout));
    mux mux1(.d0(mux0_y), .d1(adder_y), .sel(sel1), .y(s));
    acc acc0(.a(s), .clk(clk), .y(acc_y));
endmodule
module addac4(
    input logic [3:0] a,
    input logic sel0, sel1, clk,
    output logic [3:0] s,
    output logic cout
);
    logic [2:0] addacs_cout;
    addac addac0(
        .a(a[0]), .sel0(sel0), .sel1(sel1), .cin(sel0), .clk(clk),
        .s(s[0]), .cout(addacs_cout[0])
    );
    addac addac1(
        .a(a[1]), .sel0(sel0), .sel1(sel1), .cin(addacs_cout[0]), .clk(clk),
        .s(s[1]), .cout(addacs_cout[1])
    );
    addac addac2(
        .a(a[2]), .sel0(sel0), .sel1(sel1), .cin(addacs_cout[1]), .clk(clk),
        .s(s[2]), .cout(addacs_cout[2])
    );
    addac addac3(
        .a(a[3]), .sel0(sel0), .sel1(sel1), .cin(addacs_cout[2]), .clk(clk),
        .s(s[3]), .cout(cout)
    );
endmodule
module adder(
    input logic a, b, cin,
    output logic s, cout
);
    logic p, g;
    assign p = a ^ b;
    assign g = a & b;
    assign s = p ^ cin;
    assign cout = g | (p & cin);
endmodule
module inv(input logic a, output logic y);
    assign y = ~a;
endmodule
module mux(
    input logic d0, d1, sel,
    output logic y
);
    assign y = sel ? d1 : d0;
endmodule

==> summary.rpt <==
FLOW METRICS REPORT
----------------------------------------------------
[Cells and area]
  Final core utilization ........................ 12.7%
  Area of all placed cells without fillers ........................ 435 µm²
  Layout cell share with drive strength beyond 1 ........................ 14.7%
  Fillers ........................ 400
  Synthesis-to-finish area growth ........................ 59.6%

[STA]
  Number of pins exceeding their max-slew limit in the final report ........................ 0
  Final hold slack ........................ 0.602 ns
  Aggregate negative setup slack ........................ 0 ns
  Worst slew margin ........................ 81.7%
  Post-Route Skew ........................ 0.00400 ns
  Upper clock frequency limit ........................ 219 MHz
  Total of endpoints with negative setup slack in the final report ........................ 0
  Number of hold-slack violations in the final timing report ........................ 0
  Least-Margin Pin Slew ........................ 0.274 ns
  Share of the clock period used by the worst path ........................ 96.9%
  Final critical path time including I/O delays and setup ........................ 4.56 ns
  RSZ-0062 raised after global routing ........................ false
  Least setup slack across all paths after layout ........................ 0.144 ns

[CTS]
  Number of buffers on the longest clock path ........................ 2
  Total clock buffers created by CTS ........................ 3
  Clock sink count ........................ 4
  Root Buffer ........................ sky130_fd_sc_hd__clkbuf_4
  Setup Fix Bufs, Post-CTS ........................ 0
  CTS H-Tree Depth ........................ 1
  Clock tree from TritonCTS ........................ done
  Skew-Pair Late Insertion Delay ........................ 0.23 ns
  Number of cells upsized or downsized after cts ........................ 0
  Clock edge transition at the registers on the reported setup and hold paths ........................ 0.03 ns
  Count of hold-fix buffers inserted at cts ........................ 0

[Floorplanning]
  Die width ........................ 80 µm
  Number of rows in the core area ........................ 21
  Core area ........................ 3420 µm²
  Chip area ........................ 6400 µm²
  Die extent in y ........................ 80 µm
  Starting utilization of the core area ........................ 7.99%
  I/O pin total ........................ 12

[Worst setup path]
  Number of cells traversed by the worst register-to-register path ........................ 6
  Worst reg2reg setup slack ........................ 2.68 ns
  Critical path data required time ........................ 3.76 ns
  Endpoint of the most critical setup path ........................ s[3]
  Endpoint kind of the worst setup timing path ........................ output port
  Critical path startpoint category ........................ primary input
  Worst R2R End ........................ addac3.acc0.y$_DFF_P_
  Type of the setup path with the least slack ........................ in -> out
  Arrival time at the worst endpoint ........................ 3.62 ns
  Reg-to-Reg Start ........................ addac0.acc0.y$_DFF_P_
  Biggest fanout along the worst timing path ........................ 4
  Crit path from ........................ sel0

[GRT]
  Maximum number of pins on one net before global-route repair ........................ 5
  GRT Resource Usage Total ........................ 2.21%
  Via count of the first global-routing pass ........................ 221
  Initial antenna violation count ........................ 0
  Wire length of the first global-routing pass ........................ 1.10 mm
  Total congestion overflow ........................ 0

[Place]
  Setup slack at placement ........................ 0.121 ns
  DPL Wire Length ........................ 555 µm
  Placer's final routability congestion estimate ........................ 0.670
  Total placed instance area ........................ 413 µm²
  Number of buffers added on ports ........................ 11

[Hold path]
  Type of the tightest min-delay check ........................ reg -> reg

[Logic synthesis]
  Leading cell types by count after synthesis ........................ sky130_fd_sc_hd__buf_4 (4), sky130_fd_sc_hd__dfxtp_1 (4), sky130_fd_sc_hd__mux2i_1 (4)
  YS warnings ........................ 0
  Seq share, synth ........................ 29.4%
  Leading post-synthesis cells by cell area ........................ sky130_fd_sc_hd__dfxtp_1 (29%), sky130_fd_sc_hd__fa_1 (22%), sky130_fd_sc_hd__mux2i_1 (15%)
  Area reported by Yosys stat ........................ 273 µm²
  Number of enable flip-flop cells ........................ 0
  Synth Register Bits ........................ 4
  Fraction of post-synthesis cell area in the top cell type by area ........................ 29.4%
  Post-synthesis cell count from yosys ........................ 24
  Count of distinct cell types in the synthesized netlist ........................ 9
  Largest area contributor in the synthesized netlist ........................ sky130_fd_sc_hd__dfxtp_1
  Syn Area/Cell ........................ 11.4 µm²
  Ys async rst share ........................ 0%
  Post-Synthesis Cells ........................ 24
  Most instantiated flip-flop cell in the synthesis netlist ........................ sky130_fd_sc_hd__dfxtp_1
  Mapped Area ........................ 273 µm²

[Pwr]
  PD cells ........................ 430 nW/µm²
  Maximum vdd drop ........................ 0.000167 V
  Leakage ........................ 0.171 nW

[Drt]
  Routed wirelength normalized by instance count ........................ 7.70 µm
  TritonRoute pass-1 iters ........................ 2
  Inserted Diodes ........................ 0
  Detailed-route via count ........................ 183
  Sum of routed wire length over all layers ........................ 616 µm
  Initial drt markers ........................ 1
  Remaining design rule violation count ........................ 0
  Count of nets left with antenna violations after detail routing ........................ 0
  Detailed-route vias per instance ........................ 2.29

[Run]
  Log Warnings ........................ 25
  Number of violations of the max-capacitance limit ........................ 0

[Status]
  Status ........................ finished clean

----------------------------------------------------
## routing by layer
metal / global-route usage (%) / part of all wire, % / vias up
met4: 0.528 / 0 / 0
met3: 2.05 / 15 / 0
li1: - / - / 90
met1: 3.23 / 61 / 79
met5: 0 / 0 / -
met2: 2.09 / 25 / 14
## through the flow
stage	power (mW)	std cells
5_1_grt	0.212	80
2_1_floorplan	0.111	24
3_3_place_gp	0.145	77
6_report	0.187	80
3_5_place_dp	0.149	77
4_1_cts	0.194	80
## cell families (layout without fill, tap and decap cells)
logic type	count (synthesis)	in the layout	synth area share, %
buffers and inverters	8	18	17.0
multiplexers	5	5	18.8
adder cells (fa/ha/maj)	3	3	22.0
XOR/XNOR	4	4	12.8
flip-flops	4	4	29.4
## critical path, stage by stage
cell,delay [ns]
sky130_fd_sc_hd__clkdlybuf4s50_1,0.58
sky130_fd_sc_hd__xnor2_1,0.15
sky130_fd_sc_hd__fa_1,0.43
sky130_fd_sc_hd__fa_1,0.36
sky130_fd_sc_hd__inv_1,0.07
sky130_fd_sc_hd__fa_1,0.40
sky130_fd_sc_hd__mux2_2,0.28
sky130_fd_sc_hd__clkdlybuf4s50_1,0.41
## power breakdown
part           internal, mW  total, mW  switching (mW)
combinational        0.0593     0.0919          0.0326
sequential           0.0489     0.0538         0.00484
clock                0.0285     0.0415          0.0130
total                 0.137      0.187          0.0505
## sequential cells by signal (all words and copies together) (netlist names)
name and flops:
addac0.acc0.y 1, addac1.acc0.y 1, addac3.acc0.y 1, addac2.acc0.y 1
## cells in the final DEF (no fill, tap or decap), drive strengths merged
cell	n
clkbuf	3
xnor2	3
inv	3
clkdlybuf4s50	11
xor2	1
mux2	1
buf	1
dfxtp	4
fa	3
mux2i	4
## worst min path at each step
stage                         start  cells past startpoint               endpoint
CTS           addac0.acc0.y$_DFF_P_                      2  addac0.acc0.y$_DFF_P_
global route  addac0.acc0.y$_DFF_P_                      2  addac0.acc0.y$_DFF_P_
finish        addac0.acc0.y$_DFF_P_                      2  addac0.acc0.y$_DFF_P_
## final cells by class
cell class | instances | area (µm²) | share of cell area (%)
Multi-Input combinational cell | 12 | 146 | 33.6
Timing Repair Buffer | 12 | 118 | 27.0
Sequential cell | 4 | 80.1 | 18.4
Tap cell | 46 | 57.6 | 13.2
Clock buffer | 3 | 22.5 | 5.17
Inverter | 3 | 11.3 | 2.59
Power is estimated from default activity; no workload was simulated.
